`config.mk`:
```
export PLATFORM = sky130hd
export DESIGN_NAME = switch32
export DESIGN_NICKNAME = switch32
export VERILOG_FILES = /design/flow/design.v
export SDC_FILE = /design/flow/constraint.sdc
export NUM_CORES = 4
export LEC_CHECK = 1
export CORE_UTILIZATION = 30
```
`constraint.sdc`:
```
current_design switch32

set clk_period 8.0
set clk_io_pct 0.2

create_clock -name clk0 -period $clk_period [get_ports {clk}]

set non_clock_inputs [all_inputs -no_clocks]
set_input_delay [expr $clk_period * $clk_io_pct] -clock clk0 $non_clock_inputs
set_output_delay [expr $clk_period * $clk_io_pct] -clock clk0 [all_outputs]
```
`design.v`:
```
module switch32 #(parameter x_coord ='d3,parameter y_coord='d1,X=4,Y=4,data_width=8, x_size=2, y_size=2,total_width=(2*x_size+2*y_size+data_width),sw_no=X*Y,layerNo=1,neuronNo=2,numWeight=4,sigmoidSize=5,weightIntWidth=2,bias=16'h1AA5,weightFile="w_1_2")
(
input wire clk,
input wire rstn,
input wire i_ready_r,   
input wire i_ready_t,   
input wire i_ready_pe,  
input wire i_valid_l,   
input wire i_valid_b,   
input wire i_valid_pe,  
output wire o_ready_l,  
output wire o_ready_b,   
output reg  o_ready_pe,  
output reg o_valid_r,   
output reg o_valid_t,   
output reg o_valid_pe,  
input wire [total_width-1:0] i_data_l,
input wire [total_width-1:0] i_data_b,
input wire [total_width-1:0] i_data_pe,
output reg [total_width-1:0] o_data_r,
output reg [total_width-1:0] o_data_t,
output reg [total_width-1:0] o_data_pe
);
wire leftToPe;
wire bottomToPe;
wire peTope;
wire leftToRight;
wire leftToTop;
wire bottomToRight;
wire bottomToTop;
wire peToTop;
wire peToRight;
assign  o_ready_l = 1'b1;
assign  o_ready_b = 1'b1;
assign leftToPe = ((i_data_l[3:2]==x_coord) & (i_data_l[1:0]==y_coord) & i_valid_l);
assign leftToRight = ((i_data_l[3:2]!=x_coord) & i_valid_l);
assign leftToTop = (i_data_l[3:2]==x_coord) & (i_data_l[1:0]!=y_coord) & i_valid_l;
assign bottomToPe = (i_data_b[3:2]==x_coord) & (i_data_b[1:0]==y_coord) & i_valid_b;
assign bottomToRight = (i_data_b[1:0]==y_coord) & (i_data_b[3:2]!=x_coord) & i_valid_b; 
assign bottomToTop = (i_data_b[1:0]!=y_coord ) & i_valid_b;
assign peTope = ((i_data_pe[3:2]==x_coord) & (i_data_pe[1:0]==y_coord) & i_valid_pe & o_ready_pe);
assign peToRight = ((i_data_pe[3:2]!=x_coord) & i_valid_pe & o_ready_pe);
assign peToTop = (~peToRight & (i_data_pe[1:0]!=y_coord) & i_valid_pe & o_ready_pe);
always @(*)
begin
    if((~leftToRight & ~leftToTop & ~leftToPe) | (~bottomToTop & ~bottomToRight & ~bottomToPe))
    begin
        o_ready_pe = 1'b1;
    end
    else
    begin
        o_ready_pe = 1'b0;
    end
end
always @(posedge clk)
begin
    if(!rstn)
        o_valid_r <=1'b0;
    else
    begin
        casex({leftToRight,leftToTop,leftToPe,bottomToRight,bottomToTop,bottomToPe,peTope,peToRight,peToTop,i_ready_pe})
            10'bxxx_1xx_xxx_x:begin  
                o_data_r  <= i_data_b;
                o_valid_r <= 1'b1;
            end
            10'b1xx_xxx_xxx_x:begin 
                o_data_r  <= i_data_l;
                o_valid_r <= 1'b1;
            end
            10'b0xx_xxx_x1x_x:begin 
                o_data_r  <= i_data_pe;
                o_valid_r <= 1'b1;
            end
            10'bx1x_x1x_xxx_x:begin  
                o_data_r <= i_data_l;
                o_valid_r <= 1'b1;
            end
            10'bx1x_xxx_xx1_x:begin  
                o_data_r <= i_data_pe;
                o_valid_r <= 1'b1;
            end
            10'bxxx_x1x_xx1_x:begin 
                o_data_r  <= i_data_pe;
                o_valid_r <= 1'b1;
            end
            10'bxx1_xxx_1xx_x:begin 
                o_data_r  <= i_data_l;
                o_valid_r <= 1'b1;
            end
            10'bxx1_xx1_xxx_x:begin 
                o_data_r  <= i_data_l;
                o_valid_r <= 1'b1;
            end
            10'bxxx_xx1_1xx_x:begin 
                o_data_r  <= i_data_b;
                o_valid_r <= 1'b1;
            end
            10'bxx1_xxx_xxx_0:begin 
                o_data_r  <= i_data_l;
                o_valid_r <= 1'b1;
            end
            10'bxxx_xxx_1xx_0:begin 
                o_data_r <= i_data_pe;
                o_valid_r <= 1'b1;
            end
            10'bx1x_xx1_xxx_0:begin 
                o_data_r <= i_data_b;
                o_valid_r <= 1'b1;
            end
            10'bxxx_xx1_xx1_0:begin 
                o_data_r  <= i_data_b;
                o_valid_r <= 1'b1;
            end
            default:begin
                o_valid_r <= 1'b0;
            end
        endcase
    end
end
always @(posedge clk)
begin
    if(!rstn)
        o_valid_t <= 1'b0;
    else
    begin
        casex({leftToRight,leftToTop,leftToPe,bottomToRight,bottomToTop,bottomToPe,peTope,peToRight,peToTop,i_ready_pe})
            10'bxxx_x1x_xxx_x:begin 
                o_data_t <= i_data_b;
                o_valid_t <= 1'b1;
            end
            default:begin
                o_valid_t <= 1'b0;
            end
        endcase
    end
end
always @(posedge clk)
begin
    if(!rstn)
        o_valid_pe <= 1'b0; 
    else if(peTope & i_ready_pe)
    begin
        o_data_pe <= i_data_pe;
        o_valid_pe <=1'b1;
    end
    else if(bottomToPe & i_ready_pe)
    begin
        o_data_pe  <= i_data_b;
        o_valid_pe <= 1'b1;
    end
    else if(leftToPe & i_ready_pe)
    begin
        o_data_pe <= i_data_l;
        o_valid_pe <= 1'b1;
    end
    else if(o_valid_pe & ~i_ready_pe)
        o_valid_pe <=1'b1;
    else
        o_valid_pe <=1'b0;
end
endmodule
```
`run.sh`:
```
#!/bin/bash
# OpenROAD 26Q1-2900-gdf79404cd8, Yosys 0.63+post, stock flow scripts
make -C /OpenROAD-flow-scripts/flow DESIGN_CONFIG=/design/flow/config.mk WORK_HOME=/design/flow/orfs finish
```
==> metrics.yaml <==
compound_area_frac: 0.2878
slew_viol_final: 0
worstPathArrival_ps: 4760
rr_endpoint: "o_valid_pe"
max_stage_delay_ps: 760
fillCellCount: 928
power_switching_uw: 157.3
initCoreUtil: 0.3104
antenna_found_initial: 0
finalClockSkew_ps: 0
core_sq_um: 9774
ir_drop_mv: 0.07588
hold_path_class: "flip-flop to flip-flop"
viasPerCell: 5.219
drive_gt1_frac: 0.1332
yosys.area_share.simple: 0.1410
max_slew_margin: 0.4444
fin_tns_setup_ps: 0
top_area_cell: "edfxtp_1"
chipArea_sq_um: 10520
cpLargestDelayFamily: "AND-OR/OR-AND gates"
p_sw_frac: 0.2307
syn_inst: 279
placed_area_sq_um: 4224
status: "complete, no violations"
ys_types: 50
fa_ha_area_frac: 0
synth-area-yosys_sq_um: 3034
rows: 36
gp_congestion: 0.8934
area_leaders: "edfxtp_1 (48%), a21oi_1 (5.6%), nor2_1 (4.2%)"
crit_chain: "clkdlybuf4s50_1 > a21bo_2 > nor2_1 > o21ai_2 > nand3_1 > a2111oi_0 > a211oi_1"
endpoint_kind: "flip-flop"
clk_latency_ps: 310
use_met3: 0.03790
slowest_stage: "nand3_1"
gr-usage-met1: 0.2835
hp-start: "o_valid_pe"
ys.flop_type: "edfxtp_1"
crit_buf_inv: 1
cts_buffers: 5
top_area_frac: 0.4751
num_antenna_cells: 0
min_period_ps: 4721
ys_warn_count: 1
path_clk_slew_ps: 100
synthArstFlopShare: 0
dp_slack_ps: 3023
cp-endpoint: "o_data_r[15]"
setup_viol: 0
drt_iter0_markers: 100
track_usage: 0.1888
synthTopLogicFamily: "AND-OR/OR-AND gates"
cts_setup_buffers: 0
power.share.sequential: 0.469
synthMuxAreaShare: 0.03959
crit_type: "input pin to flip-flop"
path_max_fanout: 14
portBuffers: 105
path_depth: 7
worstSetupStartpointType: "input pin"
ant_nets: 0
p_int_uw: 524.6
ff2ff_setup_slack_ps: 7430
htree_num_levels: 2
power_frac_comb: 0.216
edf_count: 48
pin_count: 110
hold_buffers: 0
die_h_microns: 102.6
fin_ws_ps: 3279
instances_no_fill: 516
rsz0062_at_grt: "false"
design_area_sq_um: 4357
grt_overflow: 0
clockPowerShare: 0.315
clockBufferDepth: 2
synthXorXnorAreaFrac: 0.002887
p_leak_uw: 0.001611
drt_pass1_iterations: 4
max_freq_mhz: 211.8
syn_to_final_growth_pct: 43.59
power_density_nw_per_um2: 156.5
cp.required_ps: 8040
ctsResizeCount: 0
busiest_layer: "met2"
drc_errors: 0
drv_cap: 0
setup.worst_path.start: "i_valid_b"
synth.avg_cell_area_sq_um: 10.88
post-route-period-util: 0.5901
num_vias: 2693
dp_hpwl_microns: 6324
hold_violations: 0
tool_warnings: 27
cts_tree: "built"
root_buffer: "clkbuf_8"
syn-cell-area_sq_um: 3034
routedWlPerCell_microns: 18.22
first_global_vias: 2638
grt_pass1_wl_microns: 14230
clock_sinks: 51
synth_seq_share: 0.4948
reg2reg_from: "o_valid_pe"
grt_max_degree: 17
tightest_slew_ps: 830.7
ys_cells: 279
met2_usage: 0.3015
die_x_microns: 102.6
reg2regPathDepth: 2
dp.cells: 508
drt-total-wl_microns: 9404
synth_flops: 51
-- per-stage QoR --
stage                     total power [uW]  utilization  hold WS, ps
after floorplan                      384.5            -        424.2
after global placement               471.4       0.4322        452.9
after detailed placement             473.0       0.4322        459.9
after CTS                            688.1       0.4457        477.4
after global routing                 713.0       0.4457        525.7
final                                681.9       0.4457        473.9
-- worst register-to-register path: stages, from the launching register on --
cell and delay [ps]:
dfxtp_1 350, nand2_1 50, o21bai_1 110
-- Yosys cell counts, types with 3 or more instances --
master / instances
a21o_1: 13
a211oi_1: 5
dfxtp_1: 3
clkbuf_1: 8
o221a_2: 6
nand2b_1: 3
a2111oi_0: 5
o221a_1: 6
nand2_1: 13
o21ai_0: 16
nor2_1: 34
nand3_1: 5
or2_2: 5
buf_2: 7
a21oi_1: 34
mux2i_1: 12
a211oi_2: 7
edfxtp_1: 48
a2111oi_2: 7
nor4_1: 3
-- sequential cells by signal (all words and copies together) (netlist names) --
signal and flops:
o_data_pe 16, o_data_r 16, o_data_t 16, o_valid_pe 1, o_valid_r 1, o_valid_t 1
-- routing by layer --
layer	up-vias	part of all wire
met1	1264	0.44
met5	-	0
met4	0	0.013
met2	114	0.47
li1	1302	-
met3	13	0.077
-- placed cells by master, fill, tap and decap left out, types with 6 or more instances in the layout --
master           count
a2111oi_2            7
a211oi_2             7
a21o_1              13
a21oi_1             34
buf_4                8
clkdlybuf4s50_1    105
edfxtp_1            48
mux2i_1             12
nand2_1             13
nor2_1              34
o21ai_0             16
o221a_1              6
o221a_2              6
-- layout make-up --
cell class | count | area [sq um] | area share
inverter | 2 | 7.507 | 0.001723
timing repair buffer | 113 | 1111 | 0.2550
sequential | 51 | 1501 | 0.3446
clock buffer | 6 | 72.57 | 0.01666
multi-input combinational | 209 | 1438 | 0.3300
clock inverter | 2 | 60.06 | 0.01379
tap | 133 | 166.4 | 0.03820
-- cell families (layout without fill, tap and decap cells) --
group,after synthesis,in the layout
xor+xnor,1,1
buf+inv,20,123
mux,12,12
simple gates,83,83
compound gates,111,111
flops,51,51
other cells,1,2
-- power by group through the flow --
stage / clock [uW] / combinational, uW / sequential [uW]
finish: 215 / 147 / 320
global route: 230 / 161 / 322
CTS: 220 / 148 / 320
-- worst min path at each step --
stage,endpoint,depth (start not counted)
CTS,o_valid_pe,2
global route,o_valid_pe,2
finish,o_valid_pe,2
Power and IR drop assume default switching activity.
