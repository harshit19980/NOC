`flow/config.mk`:
```
export PLATFORM = sky130hd
export DESIGN_NAME = switch33
export DESIGN_NICKNAME = switch33
export VERILOG_FILES = /design/flow/design.v
export SDC_FILE = /design/flow/constraint.sdc
export NUM_CORES = 4
export LEC_CHECK = 1
export CORE_UTILIZATION = 50
```
`flow/constraint.sdc`:
```
current_design switch33

set clk_period 4.8
set clk_io_pct 0.2

create_clock -name clk0 -period $clk_period [get_ports {clk}]

set non_clock_inputs [all_inputs -no_clocks]
set_input_delay [expr $clk_period * $clk_io_pct] -clock clk0 $non_clock_inputs
set_output_delay [expr $clk_period * $clk_io_pct] -clock clk0 [all_outputs]
```
`flow/design.v`:
```
module switch33 #(parameter x_coord ='d3,parameter y_coord='d1,X=4,Y=4,data_width=8, x_size=2, y_size=2,total_width=(2*x_size+2*y_size+data_width),sw_no=X*Y,layerNo=1,neuronNo=2,numWeight=4,sigmoidSize=5,weightIntWidth=2,bias=16'h1AA5,weightFile="w_1_2")
(
input wire clk,
input wire rstn,
input wire i_ready_r,   
input wire i_ready_t,   
input wire i_ready_pe,  
input wire i_valid_l,   
input wire i_valid_b,   
input wire i_valid_pe,  
output wire o_ready_l,  
output wire o_ready_b,   
output reg  o_ready_pe,  
output reg o_valid_r,   
output reg o_valid_t,   
output reg o_valid_pe,  
input wire [total_width-1:0] i_data_l,
input wire [total_width-1:0] i_data_b,
input wire [total_width-1:0] i_data_pe,
output reg [total_width-1:0] o_data_r,
output reg [total_width-1:0] o_data_t,
output reg [total_width-1:0] o_data_pe
);
wire leftToPe;
wire bottomToPe;
wire peTope;
wire leftToRight;
wire leftToTop;
wire bottomToRight;
wire bottomToTop;
wire peToTop;
wire peToRight;
assign  o_ready_l = 1'b1;
assign  o_ready_b = 1'b1;
assign leftToPe = ((i_data_l[3:2]==x_coord) & (i_data_l[1:0]==y_coord) & i_valid_l);
assign leftToRight = ((i_data_l[3:2]!=x_coord) & i_valid_l);
assign leftToTop = (i_data_l[3:2]==x_coord) & (i_data_l[1:0]!=y_coord) & i_valid_l;
assign bottomToPe = (i_data_b[3:2]==x_coord) & (i_data_b[1:0]==y_coord) & i_valid_b;
assign bottomToRight = (i_data_b[1:0]==y_coord) & (i_data_b[3:2]!=x_coord) & i_valid_b; 
assign bottomToTop = (i_data_b[1:0]!=y_coord ) & i_valid_b;
assign peTope = ((i_data_pe[3:2]==x_coord) & (i_data_pe[1:0]==y_coord) & i_valid_pe & o_ready_pe);
assign peToRight = ((i_data_pe[3:2]!=x_coord) & i_valid_pe & o_ready_pe);
assign peToTop = (~peToRight & (i_data_pe[1:0]!=y_coord) & i_valid_pe & o_ready_pe);
always @(*)
begin
    if((~leftToRight & ~leftToTop & ~leftToPe) | (~bottomToTop & ~bottomToRight & ~bottomToPe))
    begin
        o_ready_pe = 1'b1;
    end
    else
    begin
        o_ready_pe = 1'b0;
    end
end
always @(posedge clk)
begin
    if(!rstn)
        o_valid_r <=1'b0;
    else
    begin
        casex({leftToRight,leftToTop,leftToPe,bottomToRight,bottomToTop,bottomToPe,peTope,peToRight,peToTop,i_ready_pe})
            10'bxxx_1xx_xxx_x:begin  
                o_data_r  <= i_data_b;
                o_valid_r <= 1'b1;
            end
            10'b1xx_xxx_xxx_x:begin 
                o_data_r  <= i_data_l;
                o_valid_r <= 1'b1;
            end
            10'b0xx_xxx_x1x_x:begin 
                o_data_r  <= i_data_pe;
                o_valid_r <= 1'b1;
            end
            10'bx1x_x1x_xxx_x:begin  
                o_data_r <= i_data_l;
                o_valid_r <= 1'b1;
            end
            10'bx1x_xxx_xx1_x:begin  
                o_data_r <= i_data_pe;
                o_valid_r <= 1'b1;
            end
            10'bxxx_x1x_xx1_x:begin 
                o_data_r  <= i_data_pe;
                o_valid_r <= 1'b1;
            end
            10'bxx1_xxx_1xx_x:begin 
                o_data_r  <= i_data_l;
                o_valid_r <= 1'b1;
            end
            10'bxx1_xx1_xxx_x:begin 
                o_data_r  <= i_data_l;
                o_valid_r <= 1'b1;
            end
            10'bxxx_xx1_1xx_x:begin 
                o_data_r  <= i_data_b;
                o_valid_r <= 1'b1;
            end
            10'bxx1_xxx_xxx_0:begin 
                o_data_r  <= i_data_l;
                o_valid_r <= 1'b1;
            end
            10'bxxx_xxx_1xx_0:begin 
                o_data_r <= i_data_pe;
                o_valid_r <= 1'b1;
            end
            10'bx1x_xx1_xxx_0:begin 
                o_data_r <= i_data_b;
                o_valid_r <= 1'b1;
            end
            10'bxxx_xx1_xx1_0:begin 
                o_data_r  <= i_data_b;
                o_valid_r <= 1'b1;
            end
            default:begin
                o_valid_r <= 1'b0;
            end
        endcase
    end
end
always @(posedge clk)
begin
    if(!rstn)
        o_valid_t <= 1'b0;
    else
    begin
        casex({leftToRight,leftToTop,leftToPe,bottomToRight,bottomToTop,bottomToPe,peTope,peToRight,peToTop,i_ready_pe})
            10'bxxx_x1x_xxx_x:begin 
                o_data_t <= i_data_b;
                o_valid_t <= 1'b1;
            end
            default:begin
                o_valid_t <= 1'b0;
            end
        endcase
    end
end
always @(posedge clk)
begin
    if(!rstn)
        o_valid_pe <= 1'b0; 
    else if(peTope & i_ready_pe)
    begin
        o_data_pe <= i_data_pe;
        o_valid_pe <=1'b1;
    end
    else if(bottomToPe & i_ready_pe)
    begin
        o_data_pe  <= i_data_b;
        o_valid_pe <= 1'b1;
    end
    else if(leftToPe & i_ready_pe)
    begin
        o_data_pe <= i_data_l;
        o_valid_pe <= 1'b1;
    end
    else if(o_valid_pe & ~i_ready_pe)
        o_valid_pe <=1'b1;
    else
        o_valid_pe <=1'b0;
end
endmodule
```
`flow/run.sh`:
```
#!/bin/bash
# OpenROAD 26Q1-2900-gdf79404cd8, Yosys 0.63+post, stock flow scripts
make -C /OpenROAD-flow-scripts/flow DESIGN_CONFIG=/design/flow/config.mk WORK_HOME=/design/flow/orfs finish
```
==> GITHUB_STEP_SUMMARY <==
### Yosys + OpenROAD results

| Metric | Value |
|---|---|
| Vias in the first global route | 2645 |
| Placed Instance Area | 4140 sq um |
| DP HPWL | 5.77 mm |
| WS Path Type | primary input to flip-flop |
| PnR worst setup slack | 1.07 ns |
| Asr flop ratio synth | 0 |
| Initial antenna violation count | 0 |
| Initial drt markers | 193 |
| Unique cell types | 50 |
| H-tree levels | 2 |
| Yosys synthesis chip area | 3030 sq um |
| Post_cts resized | 0 |
| Clock slew at reported path FFs | 0.10 ns |
| Setup Viol. Count Final | 0 |
| Final std cell area, no fill | 4240 sq um |
| Final Max Slew Viols | 0 |
| Peak Freq | 268 MHz |
| Root Driver | clkbuf_8 |
| WHS | 0.480 ns |
| Slew @ Worst Pin | 0.914 ns |
| Tot GR Track Use | 0.289 |
| First-pass GRT wire length | 13.2 mm |
| TritonRoute pass-1 iters | 5 |
| Hold buffer count at CTS | 0 |
| Routability congestion estimate | 0.891 |
| Ys flop type | edfxtp_1 |
| WP data arrival | 3.77 ns |
| Required time of the critical path | 4.84 ns |
| Pre-CTS WS | 0.847 ns |
| Ys cells | 279 |
| Worst Clk Skew | 0 ns |
| Die W | 79.9 um |
| Layout area overhead | 39.7% |
| Residual DRC | 0 |
| Antenna cells | 0 |
| Routed length per instance | 18.4 um |
| Post-synth EDFFs | 48 |
| Largest net degree at the start of global routing | 17 |
| Setup Total Neg Slack | 0 ns |
| Site Rows | 28 |
| Global route total overflow | 0 |
| Die H | 79.9 um |
| Layout cells sized above 1 | 0.126 |
| CTS sink cnt | 51 |
| Worst setup EP type | flip-flop |
| Syn Area/Cell | 10.9 sq um |
| Clk Latency, worst-skew pair | 0.31 ns |
| R2R setup slack | 4.21 ns |
| Final hold viol count | 0 |
| Slew margin rel. | 0.388 |
| Status | finished clean |
| RSZ-0062 raised after global routing | no |
| Mapped cell area | 3030 sq um |
| Core Area | 5890 sq um |
| FP Core Util | 0.516 |
| Min Tclk post-route | 3.73 ns |
| Startpoint types | primary input |
| Leak pwr | 0.00159 uW |
| Vias per cell | 6.09 |
| YS warnings | 1 |
| Power Dens Cells | 252 nW/um^2 |
| Worst hold path type | flip-flop to flip-flop |
| I/O pin total | 110 |
| Clock Tree Buf Depth | 2 |
| CP max FO | 16 |
| Max Cap Viol | 0 |
| Yosys reg bits | 51 |
| Routed Antenna Nets | 0 |
| Inserted Clock Buffers | 5 |
| Post-Route WL | 8.37 mm |
| Cells after synthesis | 279 |
| Vias | 2770 |
| Tool warnings | 28 |
| Peak VDD IR | 0.000170 V |
| Die area | 6380 sq um |
| Fin crit share | 0.777 |
| TritonCTS clock tree | yes |
| Post-synth seq share | 0.495 |
| PortBufs | 105 |
| Post-CTS setup buffers | 0 |
[power breakdown]
group / switching [uW] / internal [uW] / total [uW]
sequential: 8.51 / 525 / 534
combinational: 103 / 140 / 243
clock: 139 / 153 / 292
[placed cells by master (no fill, tap or decap), types with 6 or more instances in the layout]
master | synthesis | layout
mux2i_1 | 12 | 12
o221a_2 | 6 | 6
a21o_1 | 13 | 13
nor2_1 | 34 | 34
clkdlybuf4s50_1 | 0 | 105
a21oi_1 | 34 | 34
a2111oi_2 | 7 | 7
nand2_1 | 13 | 13
buf_4 | 2 | 6
o21ai_0 | 16 | 16
a211oi_2 | 7 | 7
o221a_1 | 6 | 6
edfxtp_1 | 48 | 48
[worst max-delay path, cell delays in order]
cell and delay [ns]:
clkdlybuf4s50_1 0.55, nor2b_1 0.22, nor4_1 0.09, or2_2 0.43, nor2_1 0.74, nand3_1 0.21, o31a_1 0.33, buf_4 0.22
[cell usage after synthesis, types with 3 or more instances]
library cell / number / area (sq um)
edfxtp_1: 48 / 1440
a21oi_1: 34 / 170
nor2_1: 34 / 128
o21ai_0: 16 / 80.1
a21o_1: 13 / 97.6
nand2_1: 13 / 48.8
mux2i_1: 12 / 120
clkbuf_1: 8 / 30.0
a2111oi_2: 7 / 105
a211oi_2: 7 / 87.6
buf_2: 7 / 35.0
o221a_1: 6 / 67.6
o221a_2: 6 / 67.6
a2111oi_0: 5 / 43.8
a211oi_1: 5 / 37.5
nand3_1: 5 / 25.0
or2_2: 5 / 31.3
dfxtp_1: 3 / 60.1
nand2b_1: 3 / 18.8
nor4_1: 3 / 18.8
[logic make-up (layout without fill, tap and decap cells)]
kind of cell | after synthesis | in the layout | share of synthesized area
XOR/XNOR | 1 | 1 | 0.00289
flip-flops | 51 | 51 | 0.495
buffers and inverters | 20 | 120 | 0.0326
AND-OR/OR-AND | 111 | 111 | 0.288
multiplexers | 12 | 12 | 0.0396
AND/OR/NAND/NOR | 83 | 83 | 0.141
other | 1 | 2 | 0.00124
[stage by stage]
step                 util  cells  total power (uW)
floorplan               -    280               641
global placement    0.703    448               782
detailed placement  0.703    448               785
CTS                 0.720    455              1070
global route        0.720    455              1110
finish              0.720    455              1070
[flip-flops by register name, indices dropped and copies added (netlist names)]
name and flops:
o_data_t 16, o_valid_r 1, o_valid_t 1, o_data_r 16, o_data_pe 16, o_valid_pe 1
[path summary, 6_finish.rpt]
kind               startpoint     endpoint  cells after the start
hold / removal     o_valid_pe   o_valid_pe                      2
hold reg to reg    o_valid_pe   o_valid_pe                      2
setup reg to reg   o_valid_pe   o_valid_pe                      2
setup / recovery  i_data_l[0]  o_data_r[8]                      8
[area by class of cell]
| cell class | instances | area [sq um] |
|---|---|---|
| fill | 454 | 1650 |
| sequential | 51 | 1500 |
| multi-input combinational | 209 | 1440 |
| timing repair buffer | 111 | 1100 |
| tap | 75 | 93.8 |
| clock buffer | 6 | 72.6 |
| clock inverter | 1 | 30.0 |
| inverter | 2 | 7.51 |
[layer usage]
layer,global-route usage,routed length (um),part of all wire,vias up
met5,0,0,0,-
met3,0.0499,721,0.086,10
met2,0.433,3850,0.46,166
met1,0.478,3690,0.44,1297
met4,0.0500,108,0.013,0
li1,-,-,-,1297
Power and IR drop assume default switching activity.
